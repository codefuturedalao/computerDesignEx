===== flow/design.v =====
module ADDER(
	input wire flag_i,
	input wire branch_i,
	input wire[4:0] offset5_i,
	input wire[16-1 : 0] PC_i,
	output wire[16-1 : 0] PC_o
);
	wire bran = flag_i & branch_i;
	wire[15:0] offset16 = {{11{offset5_i[4]}},offset5_i};
	assign PC_o = bran ? (PC_i + offset16) : PC_i + 1;
endmodule

===== flow/run.sh =====
#!/bin/bash
# OpenROAD 26Q1-2900-gdf79404cd8, Yosys 0.63+post, stock flow scripts
make -C /OpenROAD-flow-scripts/flow DESIGN_CONFIG=/design/flow/config.mk WORK_HOME=/design/flow/orfs finish

===== flow/config.mk =====
export PLATFORM = sky130hd
export DESIGN_NAME = ADDER
export DESIGN_NICKNAME = ADDER
export VERILOG_FILES = /design/flow/design.v
export SDC_FILE = /design/flow/constraint.sdc
export NUM_CORES = 4
export LEC_CHECK = 1
export CORE_AREA = 10 10 81 81
export DIE_AREA = 0 0 91 91

===== flow/constraint.sdc =====
current_design ADDER

set clk_period 5.4
set clk_io_pct 0.2

create_clock -name clk0 -period $clk_period

set non_clock_inputs [all_inputs -no_clocks]
set_input_delay [expr $clk_period * $clk_io_pct] -clock clk0 $non_clock_inputs
set_output_delay [expr $clk_period * $clk_io_pct] -clock clk0 [all_outputs]

==> impl_metrics.tcl <==
# metrics dict for downstream scripts
set metrics [dict create \
    post-route-drc-count 0 \
    pin_count 39 \
    top_cells_by_count "12 x xnor2_1, 11 x nor2_1, 8 x and3_1, 7 x nand2_1, 7 x nand3_1" \
    crit_fanout 6 \
    die_area_mm2 0.00828 \
    ir_worst_vdd_mv 0.0280 \
    worstMarginPinSlew_ns 0.492 \
    seqPwrFrac_pct 0 \
    ff_count 0 \
    intPower_mw 0.0497 \
    coreArea_mm2 0.00482 \
    yosysWarningCount 0 \
    outcome "finished, final reports clean" \
    power.leakage_nw 0.412 \
    switching_share_pct 38.8 \
    drt-pass1-iter-count 4 \
    wl_per_cell_um 12.6 \
    cp_common_cell "clkdlybuf4s50_1" \
    critPathCaptureType "primary output" \
    synthCells 100 \
    rsz0062_at_grt "no" \
    synth_top_area_share_pct 15.5 \
    post_cts_resized 0 \
    die_width_um 91 \
    top_cell "xnor2_1" \
    postCtsSetupRepairBufs 0 \
    grt_max_degree 12 \
    die_h_um 91 \
    area_delta_synth_final_pct 68.8 \
    dp_cells 204 \
    period_needed_ns 4.73 \
    grt_usage_pct 5.90 \
    slew_headroom_pct 66.9 \
    hp-class "input pin to primary output" \
    setup_viol 0 \
    vias 862 \
    yosysUniqueCellTypes 35 \
    antenna_left 0 \
    antenna_found_initial 0 \
    ys_cells 100 \
    final_cells 204 \
    synth_top_cell_by_area "xnor2_1" \
    first_global_vias 868 \
    synthesis.area_um2 678 \
    cp.arrival_ns 3.65 \
    fmax_ghz 0.212 \
    dp.final_hpwl_um 2220 \
    area_leaders "xnor2_1 15%, and3_1 7.4%, ha_1 7.4%" \
    n_clock_buffer 0 \
    start_kind "input pin" \
    worstPathCellList "clkdlybuf4s50_1 -> nand3b_1 -> ha_1 -> fa_1 -> nand3_1 -> and2_1 -> nor3_2 -> a41oi_1 -> xnor2_1 -> clkdlybuf4s50_1" \
    place_area_mm2 0.00114 \
    grt_overflow 0 \
    diodes 0 \
    hold_viol_final 0 \
    io_buffers 39 \
    hold_buffers 0 \
    netSwitchingPower_mw 0.0315 \
    avgSynthCellArea_um2 6.78 \
    fin_crit_sh_pct 87.5 \
    synth_seq_share_pct 0 \
    post-route-util_pct 23.8 \
    grt_pass1_wl_um 4290 \
    seqCellArea_um2 0 \
    path_class "input pin to primary output" \
    initial_utilization_pct 14.1 \
    wl_um 2580 \
    drtIter0Drc 28 \
    fin_tns_setup_ns 0 \
    rows 25 \
    required_ns 4.32 \
    cellPowerDensity_mw_per_mm2 70.9 \
    final_area_mm2 0.00114 \
    drive_gt1_share_pct 5.11 \
    combPwrFrac_pct 100.0 \
    ys_chip_area_um2 678 \
    slowest_stage "clkdlybuf4s50_1" \
    warnings 32 \
    slowest_delay_ns 0.53 \
    maxCapViolations 0 \
    place.gp.congestion 0.834 \
    clockPowerShare_pct 0 \
    vias_per_cell 4.23 \
    maxSlewViolCount 0 \
]
per-stage QoR:
stage,worst slack [ns],hold WS (ns),power [mW]
finish,0.674,3.17,0.0812
global route,0.474,3.21,0.0899
CTS,0.635,3.19,0.0831
detailed placement,0.635,3.19,0.0825
global placement,0.675,3.20,0.0830
floorplan,1.79,2.19,0.0299
metal layers:
layer,GRT usage [%],vias up,share of wire (%)
met2,9.90,22,47
met4,0.131,0,0
met5,0,-,0
li1,-,452,-
met1,8.12,388,48
met3,1.08,0,4.9
power by group through the flow:
stage	Sequential (mW)	Combinational, mW	Clock [mW]
after CTS	0	0.0831	0
after global routing	0	0.0899	0
final	0	0.0812	0
worst paths after layout:
path  depth (start not counted)     start  slack (ns)       end
max                          10    flag_i        0.67  PC_o[14]
min                           3  PC_i[14]        3.17  PC_o[14]
kinds of logic (layout without fill, tap and decap cells):
family                   count (synthesis)  count (layout)  share of synthesized area (%)
adder cells (fa/ha/maj)                  5               5                           10.3
XOR/XNOR                                15              15                           19.4
AND-OR/OR-AND                           20              20                           19.2
multiplexers                             2               2                           2.95
AND/OR/NAND/NOR                         53              53                           44.8
buffers and inverters                    5              42                           3.32
worst max-delay path, delay by kind of cell:
kind,cells,cell delay [ns]
AND/OR/NAND/NOR,4,0.54
XOR/XNOR,1,0.14
AND-OR/OR-AND,1,0.26
adder cells (fa/ha/maj),2,0.62
buffers and inverters,2,1.01
layout make-up:
cell class	count	area, µm²
multi-input combinational	95	656
fill	539	3670
timing repair buffer	40	398
tap	67	83.8
inverter	2	7.51
cell usage in the layout (no fill, tap or decap):
master and instances:
and3_2 1, a221oi_1 1, fa_1 1, mux2i_1 2, o21ai_1 1, and2_1 1, o21bai_1 1, nand3b_1 2
nor4_1 2, nor3_1 3, and4b_1 1, xor2_1 3, buf_4 1, a31oi_1 2, nand2_1 7, o22ai_1 1
or2_1 1, a41oi_1 2, and4_2 1, o21ai_0 2, clkdlybuf4s50_1 39, nor4_2 2, and3b_1 1, xnor2_1 12
or3_1 3, nor3_2 1, inv_1 2, and3_1 8, nand3_1 7, ha_1 4, a21o_1 1, o21ba_2 1
nor2_1 11, nand4_1 1, a211oi_1 2, a21oi_1 6
Power is estimated from default activity; no workload was simulated.
